[design/flow/config.mk]
export PLATFORM = sky130hd
export DESIGN_NAME = aes
export DESIGN_NICKNAME = aes
export VERILOG_FILES = /design/flow/design.v
export SDC_FILE = /design/flow/constraint.sdc
export NUM_CORES = 4
export LEC_CHECK = 1
export CORE_UTILIZATION = 30
export SYNTH_HDL_FRONTEND = slang
export SYNTH_MEMORY_MAX_BITS = 65536
[design/flow/constraint.sdc]
current_design aes

set clk_period 3.7
set clk_io_pct 0.2

create_clock -name clk0 -period $clk_period [get_ports {clk}]
create_clock -name clk1 -period $clk_period [get_ports {sck}]

set non_clock_inputs [all_inputs -no_clocks]
set_input_delay [expr $clk_period * $clk_io_pct] -clock clk0 $non_clock_inputs
set_output_delay [expr $clk_period * $clk_io_pct] -clock clk0 [all_outputs]
[design/flow/design.v]
module aes(input  logic clk,
           input  logic sck, 
           input  logic sdi,
           output logic sdo,
           input  logic load,
           output logic done);
    logic [127:0] key, plaintext, cyphertext;
    aes_spi spi(sck, sdi, sdo, done, key, plaintext, cyphertext);   
    aes_core core(clk, load, key, plaintext, done, cyphertext);
endmodule
module aes_spi(input  logic sck, 
               input  logic sdi,
               output logic sdo,
               input  logic done,
               output logic [127:0] key, plaintext,
               input  logic [127:0] cyphertext);
    logic         sdodelayed, wasdone;
    logic [127:0] cyphertextcaptured;
    always_ff @(posedge sck)
        if (!wasdone)  {cyphertextcaptured, plaintext, key} = {cyphertext, plaintext[126:0], key, sdi};
        else           {cyphertextcaptured, plaintext, key} = {cyphertextcaptured[126:0], plaintext, key, sdi}; 
    always_ff @(negedge sck) begin
        wasdone = done;
        sdodelayed = cyphertextcaptured[126];
    end
    assign sdo = (done & !wasdone) ? cyphertext[127] : sdodelayed;
endmodule
module aes_core(
    input  logic         clk,
    input  logic         load,
    input  logic [127:0] key,
    input  logic [127:0] plaintext,
    output logic         done,
    output logic [127:0] cyphertext
);
    logic [3:0]   round;             
    logic [127:0] state_r;           
    logic [127:0] rk_r;              
    logic [127:0] rk_next;           
    logic [127:0] y0_r, y1_r, y2_r, y3_r;
    logic [127:0] sb_out, sr_out, mc_out;
    logic [127:0] ark0_out, ark_in, ark_out;
    sbx_bytes  u_sbx   (.a(y0_r), .clk(clk), .y(sb_out));           
    row_shift  u_rows  (.a(y1_r),           .y(sr_out));
    mixcolumns u_mix   (.a(y2_r),           .y(mc_out));
    rk_sched   u_sched (.key(rk_r), .round(round), .clk(clk), .roundKey(rk_next));
    ark_xor    u_ark0  (.a(y3_r),     .roundKey(rk_r),   .y(ark0_out));    
    ark_xor    u_ark1  (.a(ark_in),   .roundKey(rk_next), .y(ark_out));    
    typedef enum logic [3:0] {
        IDLE,         
        INIT_ARK,     
        R_PREP,       
        R_SB_WAIT,    
        R_SB_CAP,     
        R_SR,         
        R_MC,         
        R_ARK,        
        R_FINAL,      
        FINISH        
    } st_t;
    st_t st, st_n;
    always_comb begin
        st_n = st;
        unique case (st)
            INIT_ARK:   st_n = R_PREP;
            R_PREP:     st_n = R_SB_WAIT;
            R_SB_WAIT:  st_n = R_SB_CAP;                
            R_SB_CAP:   st_n = R_SR;
            R_SR:       st_n = (round < 4'd10) ? R_MC : R_FINAL;
            R_MC:       st_n = R_ARK;
            R_ARK:      st_n = R_PREP;
            R_FINAL:    st_n = FINISH;
            FINISH:     st_n = FINISH;                  
            default:    st_n = INIT_ARK;
        endcase
    end
    always_ff @(posedge clk) begin
        if (load) begin
            done       <= 1'b0;
            cyphertext <= '0;
            y3_r       <= plaintext;
            rk_r       <= key;
            round      <= 4'd1;
            state_r    <= '0;
            y0_r       <= '0;
            y1_r       <= '0;
            y2_r       <= '0;
            st         <= INIT_ARK;
        end else begin
            unique case (st)
            INIT_ARK: begin
                state_r <= ark0_out;                    
            end
            R_PREP: begin
                y0_r <= state_r;                        
            end
            R_SB_WAIT: begin
            end
            R_SB_CAP: begin
                y1_r <= sb_out;                         
            end
            R_SR: begin
                y2_r <= sr_out;                         
            end
            R_MC: begin
                y3_r <= mc_out;                         
            end
            R_ARK: begin
                state_r <= ark_out;                     
                rk_r    <= rk_next;
                round   <= round + 4'd1;                
            end
            R_FINAL: begin
                cyphertext <= ark_out;                  
                rk_r       <= rk_next;
                done       <= 1'b1;
            end
            FINISH: begin
            end
            endcase
            st <= st_n;
        end
    end
    assign ark_in = (st==R_FINAL) ? sr_out : y3_r;
endmodule
module sbx_bytes(
    input  logic [127:0] a,
    input  logic         clk,
    output logic [127:0] y
);
  sbox_sync s00(a[127:120], clk, y[127:120]);
  sbox_sync s01(a[95:88]  , clk, y[95:88]);
  sbox_sync s02(a[63:56]  , clk, y[63:56]);
  sbox_sync s03(a[31:24]  , clk, y[31:24]);
  sbox_sync s10(a[119:112], clk, y[119:112]);
  sbox_sync s11(a[87:80]  , clk, y[87:80]);
  sbox_sync s12(a[55:48]  , clk, y[55:48]);
  sbox_sync s13(a[23:16]  , clk, y[23:16]);
  sbox_sync s20(a[111:104], clk, y[111:104]);
  sbox_sync s21(a[79:72]  , clk, y[79:72]);
  sbox_sync s22(a[47:40]  , clk, y[47:40]);
  sbox_sync s23(a[15:8]   , clk, y[15:8]);
  sbox_sync s30(a[103:96] , clk, y[103:96]);
  sbox_sync s31(a[71:64]  , clk, y[71:64]);
  sbox_sync s32(a[39:32]  , clk, y[39:32]);
  sbox_sync s33(a[7:0]    , clk, y[7:0]);
endmodule
module row_shift(
    input  logic [127:0] a,
    output logic [127:0] y
);
  assign y[127:120] = a[127:120];
  assign y[95:88]   = a[95:88];
  assign y[63:56]   = a[63:56];
  assign y[31:24]   = a[31:24];
  assign y[119:112] = a[87:80];
  assign y[87:80]   = a[55:48];
  assign y[55:48]   = a[23:16];
  assign y[23:16]   = a[119:112];
  assign y[111:104] = a[47:40];
  assign y[79:72]   = a[15:8];
  assign y[47:40]   = a[111:104];
  assign y[15:8]    = a[79:72];
  assign y[103:96]  = a[7:0];
  assign y[71:64]   = a[103:96];
  assign y[39:32]   = a[71:64];
  assign y[7:0]     = a[39:32];
endmodule
module rotw(
    input  logic [31:0] a,
    output logic [31:0] y
);
  assign y = {a[23:16], a[15:8], a[7:0], a[31:24]};
endmodule
module subw(
    input  logic [31:0] a,
    input  logic        clk,
    output logic [31:0] y
);
  logic [7:0] y0, y1, y2, y3;
  sbox_sync s0(a[31:24], clk, y0);
  sbox_sync s1(a[23:16], clk, y1);
  sbox_sync s2(a[15:8] , clk, y2);
  sbox_sync s3(a[7:0]  , clk, y3);
  assign y = {y0, y1, y2, y3};
endmodule
module rk_sched(
    input  logic [127:0] key,       
    input  logic [3:0]   round,     
    input  logic         clk,
    output logic [127:0] roundKey   
);
  logic [31:0] w0, w1, w2, w3;
  logic [31:0] t_rot, t_sub;
  logic [31:0] rcon_w;
  logic [7:0]  rc;
  assign {w0, w1, w2, w3} = key;
  always_comb begin
    unique case (round)
      4'd1:  rc = 8'h01;
      4'd2:  rc = 8'h02;
      4'd3:  rc = 8'h04;
      4'd4:  rc = 8'h08;
      4'd5:  rc = 8'h10;
      4'd6:  rc = 8'h20;
      4'd7:  rc = 8'h40;
      4'd8:  rc = 8'h80;
      4'd9:  rc = 8'h1B;
      4'd10: rc = 8'h36;
      default: rc = 8'h00;
    endcase
  end
  assign rcon_w = {rc, 24'h0};
  rotw  u_rot (.a(w3),         .y(t_rot));
  subw  u_sub (.a(t_rot), .clk(clk), .y(t_sub));
  logic [31:0] wn0, wn1, wn2, wn3;
  assign wn0 = w0 ^ t_sub ^ rcon_w;
  assign wn1 = w1 ^ wn0;
  assign wn2 = w2 ^ wn1;
  assign wn3 = w3 ^ wn2;
  assign roundKey = {wn0, wn1, wn2, wn3};
endmodule
module ark_xor(
    input  logic [127:0] a,
    input  logic [127:0] roundKey,
    output logic [127:0] y
);
  assign y = a ^ roundKey;
endmodule
module sbox(input  logic [7:0] a,
            output logic [7:0] y);
  logic [7:0] sbox[0:255];
  initial   $readmemh("sbox.txt", sbox);
  assign y = sbox[a];
endmodule
module sbox_sync(
	input		logic [7:0] a,
	input	 	logic 			clk,
	output 	logic [7:0] y);
  logic [7:0] sbox [0:255];
  initial   $readmemh("sbox.txt", sbox);
	always_ff @(posedge clk) begin
		y <= sbox[a];
	end
endmodule
module mixcolumns(input  logic [127:0] a,
                  output logic [127:0] y);
  mixcolumn mc0(a[127:96], y[127:96]);
  mixcolumn mc1(a[95:64],  y[95:64]);
  mixcolumn mc2(a[63:32],  y[63:32]);
  mixcolumn mc3(a[31:0],   y[31:0]);
endmodule
module mixcolumn(input  logic [31:0] a,
                 output logic [31:0] y);
        logic [7:0] a0, a1, a2, a3, y0, y1, y2, y3, t0, t1, t2, t3, tmp;
        assign {a0, a1, a2, a3} = a;
        assign tmp = a0 ^ a1 ^ a2 ^ a3;
        galoismult gm0(a0^a1, t0);
        galoismult gm1(a1^a2, t1);
        galoismult gm2(a2^a3, t2);
        galoismult gm3(a3^a0, t3);
        assign y0 = a0 ^ tmp ^ t0;
        assign y1 = a1 ^ tmp ^ t1;
        assign y2 = a2 ^ tmp ^ t2;
        assign y3 = a3 ^ tmp ^ t3;
        assign y = {y0, y1, y2, y3};    
endmodule
module galoismult(input  logic [7:0] a,
                  output logic [7:0] y);
    logic [7:0] ashift;
    assign ashift = {a[6:0], 1'b0};
    assign y = a[7] ? (ashift ^ 8'b00011011) : ashift;
endmodule
[design/flow/run.sh]
#!/bin/bash
# OpenROAD 26Q1-2900-gdf79404cd8, Yosys 0.63+post, stock flow scripts
make -C /OpenROAD-flow-scripts/flow DESIGN_CONFIG=/design/flow/config.mk WORK_HOME=/design/flow/orfs finish
==> ci_impl_report.md <==
## Implementation flow summary

| Metric | Value |
|---|---|
| Status | finished, final reports clean |
| Vias per cell | 3.332 |
| Ys cells | between 500 and 600 |
| Max-cap viol count | 0 |
| Unrepaired setup endpoints after global routing | yes |
| Clk_skew | 0.06239 ns |
| CP Launch Point | spi.wasdone |
| Basic Gates by Area | 9.957% |
| Hold Crit Class | reg2reg |
| Unique cell types | 21 |
| Fin cells | 1011 |
| Peak supply drop | roughly 300 uV |
| Largest net degree at the start of global routing | 105 |
| Hold Buf Count CTS | 0 |
| CTS tree | yes |
| PwrDens | 745.7 mW/mm^2 |
| Hold path depth | 0 |
| Share of cells above drive strength 1 | 11.11% |
| Cell Chain, Critical Path | inv_2 > a21boi_2 > buf_2 |
| Cells after DPL | approximately 950 |
| Mapped Cells | 567 |
| Chip Width | 175.5 um |
| Worst EP required | just under 3 ns |
| Synth Seq Share | approximately nine tenths |
| Chip Area, Yosys | 0.009035 sq mm |
| Comb area leader | simple AND/OR/NAND/NOR gates |
| Final hold slack | 0.3236 ns |
| Pre-antenna DRT Iters | 3 |
| Hold path start | spi.plaintext[92] |
| Tool warnings | 32 |
| Global-route usage over all layers | 6.083% |
| Warnings, synthesis | 0 |
| Worst-path clk slew | 0.06 ns |
| Cell taking the most area after synthesis | dfxtp_1 |
| XORs/XNORs by Area | less than 1% |
| Port bufs | 4 |
| # rows | 63 |
| Compound Share, Synth | less than 1% |
| Kind of critical path | reg2out |
| Most frequent logic cell in the layout | dfxtp_1 |
| Worst-Margin Slew | 0.6645 ns |
| Max_slew headroom | a little under three fifths |
| Final TNS setup | 0 ns |
| Via count | 3369 |
| Slew Limit Fails | 0 |
| Endpoints failing hold | 0 |
| Crit-path slowest cell | dfxtp_2 |
| Post-DR wirelength/cell | 8.661 um |
| Detail Route Antenna Nets | 0 |
| Worst endpoint data arrival time | roughly 2.9 ns |
| IO Count | 6 |
| Mean Syn Cell Area | ~16 sq um |
| Std-Cell Core Area | 0.02964 sq mm |
| Adder share | less than 1% |
| DP Wirelength | 3.430 mm |
| Syn-to-layout area delta | 18.64% |
| Final WL | 8.756 mm |
| RR Startpoint | spi.wasdone |
| Area post-placement | 0.009493 sq mm |
| Final setup margin | 0.02067 ns |
| Die Ht | ~180 um |
| MUX area fraction | 0.2770% |
| Drc violations | 0 |
| Worst Setup End Kind | primary output |
| GRT overflow | 0 |
| R2R depth | 3 |
| Synthesized registers | 398 |
| Area share, top type | 88.19% |
| Routability-driven placement congestion ratio | 0.7069 |
| LEAKAGE | between 4 and 5 nW |
| Fp util | about 30% |
| Clk sinks | 398 |
| Post-synthesis cell area | around 0.009 sq mm |
| Final setup viols | 0 |
| Number of antenna diodes | 0 |
| Setup crit start kind | register |
| R2r endpoint | spi.cyphertextcaptured[28] |
| Total die size | roughly 0.03 sq mm |
| Final Cell Area | 0.01072 sq mm |
| Max stage delay on crit path | approximately 0.32 ns |
| Vias in the first global route | 3171 |
| Ranking of synthesized cells by area | dfxtp_1 88%, and2_1 8.8%, clkbuf_2 0.66%, nor2b_1 0.35%, nor2_1 0.25% |
| Detailed router's first-iteration violation count | 190 |
| Hold EP | spi.plaintext[93] |
| Top Layout Cells | 396 x dfxtp_1, 127 x and2_1, 40 x clkbuf_16 |
| Reg2reg setup slack | 0.35 ns |
| First-pass GRT wire length | 15.15 mm |
| Post-Place Setup Slack | 0.1506 ns |
| Initial antenna violation count | 0 |
| CP max FO | 2 |
[power breakdown]
group / switching [W] / internal (W)
Clock: 0.00144 / 0.00223
Sequential: 0.00000677 / 0.00432
Combinational: 0.00000282 / 0.00000338
Total: 0.00145 / 0.00655
[Yosys cell counts (all sizes together)]
| master | n |
|---|---|
| dfxtp | 398 |
| and2 | 127 |
| clkbuf | 12 |
| nor2 | 6 |
| nor2b | 5 |
| buf | 4 |
| inv | 2 |
| a21bo | 1 |
| a21boi | 1 |
| a21oi | 1 |
| and3b | 1 |
| ha | 1 |
| mux2 | 1 |
| mux2i | 1 |
| nand2b | 1 |
| nand3b | 1 |
| nand4 | 1 |
| nor3b | 1 |
| o21ai | 1 |
| xnor2 | 1 |
[registers in the layout (all words and copies together), names as in the netlist]
name / flops
spi.key: 128
core.st: 8
core.round: 4
spi.plaintext: 128
core.done: 1
spi.cyphertextcaptured: 127
spi.sdodelayed: 1
spi.wasdone: 1
[critical path, delay by kind of cell (launching register included)]
family | cells | cell delay [ns]
DFF | 1 | 0.32
AOI/OAI and AO/OA | 1 | 0.10
buffers and inverters | 2 | 0.13
[metrics by stage]
| stage | total power (W) | util (%) |
|---|---|---|
| after floorplan | 0.004423 | - |
| after global placement | 0.004429 | 32.03 |
| after detailed placement | 0.004429 | 32.03 |
| after CTS | 0.008107 | 36.15 |
| after global routing | 0.008293 | 36.17 |
| final | 0.007994 | 36.17 |
[worst max path at each step]
stage / endpoint / slack, ns / cells past startpoint
final: sdo / 0.02 / 3
after global routing: sdo / -0.04 / 3
after CTS: sdo / -0.02 / 3
[cell families after synthesis]
family | count (synthesis)
DFF | 398
and+or+nand+nor | 143
buffers and inverters | 18
AOI/OAI and AO/OA | 4
muxes | 2
xor gates and xnor gates | 1
adders and majority gates | 1
[timing repair]
action,in CTS,in global routing
gates cloned,0,0
endpoints found under the setup margin,1,1
setup buffers,0,0
resized,5,2
pin swaps,1,0
[layout make-up]
type / count / area [sq um]
fill: 2805 / 18920
sequential: 398 / 7970
clock buffer: 54 / 1154
multi-input combinational: 151 / 977.2
tap: 390 / 488.0
clock inverter: 11 / 76.32
timing repair buffer: 6 / 50.05
inverter: 1 / 3.754
[per-layer routing]
metal / vias to the layer above / GRT usage [%] / share of wire (%)
met5: - / 0 / 0
met4: 0 / 2.246 / 2.0
met3: 18 / 2.185 / 5.7
met2: 44 / 6.366 / 31
met1: 1513 / 11.02 / 61
li1: 1794 / - / -
Power figures rest on the tool's default switching activity, not on a simulated workload.
